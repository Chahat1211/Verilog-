==> design.v <==
module que7(input [3:0] a,b, input K,output reg[3:0] sum, output reg cout);
reg[3:0] B_mod;
reg Cin;
always @(*) begin 
	case(K)
		1'b0: begin
		B_mod = b;
		Cin = 1'b0;
		end
		1'b1: begin
		B_mod = ~b;
		Cin = 1'b1;
		end
	endcase
	{cout,sum} = a + B_mod + Cin;
end
endmodule
==> run.sh <==
#!/bin/bash
# OpenROAD 26Q1-2900-gdf79404cd8, Yosys 0.63+post, stock flow scripts
make -C /OpenROAD-flow-scripts/flow DESIGN_CONFIG=/design/flow/config.mk WORK_HOME=/design/flow/orfs finish
==> config.mk <==
export PLATFORM = sky130hd
export DESIGN_NAME = que7
export DESIGN_NICKNAME = que7
export VERILOG_FILES = /design/flow/design.v
export SDC_FILE = /design/flow/constraint.sdc
export NUM_CORES = 4
export LEC_CHECK = 1
export CORE_AREA = 10 10 70 70
export DIE_AREA = 0 0 80 80
==> constraint.sdc <==
current_design que7

set clk_period 2.9
set clk_io_pct 0.2

create_clock -name clk0 -period $clk_period

set non_clock_inputs [all_inputs -no_clocks]
set_input_delay [expr $clk_period * $clk_io_pct] -clock clk0 $non_clock_inputs
set_output_delay [expr $clk_period * $clk_io_pct] -clock clk0 [all_outputs]
==> results.txt <==
Results of the full flow below.

Status:
- The flow ran to the end, and the final reports show no timing, DRC or antenna violations.

Synthesis:
- Per the synthesis report, the dominant area consumer among library cells is sky130_fd_sc_hd__xor2_1.
- In the synthesis report, Yosys lists the chip area as 180 µm².
- The run gives the synthesized instance count as 20.
- The run gives the largest non-sequential cell family by area as adder cells.
- The run gives the cell area after synthesis as 180 µm².
- In the Yosys report, the sequential cells make up 0% of the chip area.
- Per the synthesis report, the adder-cell share of the synthesized area is 31.9%.
- The run gives the portion of synthesized cell area occupied by the leading cell type as 24.3%.
- For this run, the number of Yosys warnings is 1.
- By area the synthesized netlist is led by sky130_fd_sc_hd__xor2_1, sky130_fd_sc_hd__ha_1, sky130_fd_sc_hd__fa_1.
- The run gives the synthesized area per cell as 9.01 µm².
- The run gives the compound-cell area share of the yosys netlist as 13.2%.
- The run gives the mux contribution to synthesized area as 8.33%.
- The run puts the cell total in the yosys stat output at 20.
- The run puts the count of different cell masters after synthesis at 12.
- The run puts the simple-gate share of the synthesized area at 20.1%.
- The run puts the xor and xnor area share after synthesis at 24.3%.

Job:
- In this run the tools logged warnings totalling 33.
- The run puts the reported max-cap violation count at 0.

Critical path:
- Per the post-run analysis, buffers plus inverters along the critical path come to 3.
- Looking at the setup timing report, the critical path kind is in -> out.
- The timing report attributes the biggest portion of critical-path delay to buffers and inverters.
- The run gives the sort of element at the start of the critical path as a primary input.
- Max fanout on the critical path was recorded as 3.
- The run puts the largest stage delay on the critical path at 0.52 ns.
- The run gives the critical-path cell with the highest stage delay as sky130_fd_sc_hd__fa_2.
- The OpenROAD report gives the critical path a required time of 2.32 ns.
- In this run the critical path is formed by clkdlybuf4s15_1, buf_4, mux2_4, fa_2, clkdlybuf4s50_1.
- The run gives the arrival time at the worst endpoint as 2.27 ns.
- STA classifies the critical path endpoint as a primary output.

Floorplan:
- The run gives the die outline height as 80 µm.
- The run puts the die footprint at 0.00640 mm².
- The run gives the total number of placement rows as 21.
- In this run the horizontal extent of the chip is 80 µm.
- The run gives the number of ports placed on the die boundary as 14.
- Once the floorplan was initialized, standard cells occupied 5.27% of the core.
- The run gives the core region area as 0.00342 mm².

Placement:
- The run gives the number of port buffers as 14.
- Routability-driven placement finished with a final weighted congestion of 0.685.
- The run puts the placed cell count at 89.
- The run puts the half-perimeter wire length after placement at 626 µm.

Pwr:
- The run gives the total internal power as 0.0000664 W.
- The run gives the cell area power density as 214 mW/mm².
- The run puts the total power at 0.000103 W.
- The script computed the net switching share of total power as 35.7%.
- The run puts the sequential cell fraction of total power at 0%.
- The run gives the maximum resistive drop on vdd as 0.0000699 V.
- The run gives the part of the power in combinational logic as 100.0%.
- The run gives the share of total power in the clock network as 0%.
- In this run the static leakage power is 0.225 nW.
- The analysis attributes to net switching a power of 0.0000369 W.

Global route:
- The run puts the total routing usage reported by global routing at 2.17%.
- The run gives the number of global-route vias before repair as 265.
- Entering global routing, the biggest net connects 5 pins.
- The run puts the initial antenna violation count at 0.
- The global route stage reports its total congestion overflow as 0.
- The first global-routing pass estimated 1160 µm of wire.

Drt:
- The run puts the via total after detailed routing at 268.
- The run puts the DRC violation total after the first TritonRoute iteration at 7.
- The run puts the DRC violations left at 0.
- Dividing the detail-routed via count by the number of cells gives 2.91.
- The run puts the iteration tally of the first detailed-router pass at 4.
- The run puts the number of nets with antenna violations after detailed routing at 0.
- The number of antenna diodes in the final layout is 0.
- The run puts the average wire per cell in the routed design at 8.03 µm.
- The run puts the final wirelength at 739 µm.

Final timing:
- The final timing summary puts the cycle share of the worst path at 98.3%.
- The run gives the slew at the pin closest to its max-slew limit as 0.277 ns.
- The run gives the sum of negative setup slack as 0 ns.
- The run gives the count of final setup violators as 0.
- Final hold analysis gives a worst-case slack of 1.77 ns.
- For reference, the final report shows the hold violation count at 0.
- The slew check shows that the tightest pin keeps a relative margin of 81.3%.
- The run gives the final tally of max-slew violations as 0.
- The run gives the time the worst path needs with I/O delays and setup as 2.85 ns.
- The flow reports an fmax of 351 MHz.

Finish:
- Counting the clock-network buffers in the layout gives 0.
- The run puts the synthesis-to-layout area growth at 167%.
- The run puts the number of standard cells in the final layout excluding fillers at 92.
- The run puts the flip-flop and latch count at 0.
- The top cell types in the final layout, fill and taps aside, are sky130_fd_sc_hd__buf_4, sky130_fd_sc_hd__clkdlybuf4s50_1, sky130_fd_sc_hd__xor2_1.
- The run gives the most frequent logic cell in the layout as sky130_fd_sc_hd__buf_4.
- The layout summary lists the proportion of cells stronger than drive strength 1 as 37.0%.
- The run puts the area of the multi-input gates at 190 µm².
- The run puts the fill cell instance count of the final layout at 407.
- The run gives the sequential cell area as 0 µm².

Min path:
- According to the hold report, the worst path is of the in -> out type.

Clocking:
- The run gives the hold buffer count at cts as 0.
-- final timing paths --
path	cells past startpoint	from	slack [ns]	endpoint
worst max-delay path	5	K	0.05	sum[1]
worst min-delay path	5	b[3]	1.77	cout
-- synthesized netlist by cell type --
master and n:
sky130_fd_sc_hd__nor4b_1 1, sky130_fd_sc_hd__a21oi_1 2, sky130_fd_sc_hd__fa_1 1, sky130_fd_sc_hd__ha_1 3, sky130_fd_sc_hd__o21bai_1 1, sky130_fd_sc_hd__nor3b_1 1, sky130_fd_sc_hd__or4_1 1, sky130_fd_sc_hd__xor2_1 5
sky130_fd_sc_hd__nand4_1 2, sky130_fd_sc_hd__a31oi_1 1, sky130_fd_sc_hd__mux2_4 1, sky130_fd_sc_hd__inv_1 1
-- layer usage --
metal | part of all wire (%) | up-vias | global-route usage, %
li1 | - | 129 | -
met1 | 54 | 118 | 3.31
met2 | 33 | 21 | 2.89
met3 | 13 | 0 | 0.909
met4 | 0 | 0 | 0
met5 | 0 | - | 0
-- repair_timing --
action / in CTS / in global routing
resized: 8 / 5
hold endpoints to repair: 0 / 0
pin swaps: 4 / 4
setup buffers: 2 / 1
setup endpoints to repair: 4 / 3
-- stage by stage --
step	utilization [%]	area, µm²	worst slack (ns)
2_1_floorplan	-	180	0.673
3_3_place_gp	13.0	445	-0.347
3_5_place_dp	13.0	445	-0.374
4_1_cts	13.4	458	-0.00691
5_1_grt	14.1	482	-0.00338
6_report	14.1	482	0.0486
-- power groups by stage --
stage	Sequential (W)	Clock [W]	Combinational (W)
global route	0	0	0.000116
finish	0	0	0.000103
CTS	0	0	0.000102
-- logic make-up (layout without fill, tap and decap cells) --
logic type	after synthesis	in the layout
AND-OR/OR-AND	4	4
AND/OR/NAND/NOR	5	5
adder cells (fa/ha/maj)	4	4
multiplexers	1	1
buffers and inverters	1	27
XOR/XNOR	5	5
-- final cells by class --
| type | instances | share of cell area [%] |
|---|---|---|
| Tap cell | 46 | 11.9 |
| Multi-Input combinational cell | 19 | 39.5 |
| Inverter | 1 | 0.779 |
| Timing Repair Buffer | 26 | 47.8 |
No activity file was given, so power comes from the tool's default toggle rates.
