`flow/design.v`:
```
module deco(
    input [2:0] in,  
    input en,         
    output reg [7:0] out 
);
    always @(*) begin
        if (en) 
            out = 8'b00000001 << in; 
        else 
            out = 8'b00000000; 
    end
endmodule
module dec4x16 (
    input [3:0] in,  
    output [15:0] out 
);
    wire [7:0] out1, out2; 
    wire en1, en2;
    assign en1 = ~in[3]; 
    assign en2 = in[3];  
    deco d1 (.in(in[2:0]), .en(en1), .out(out1));
    deco d2 (.in(in[2:0]), .en(en2), .out(out2));
    assign out = {out2, out1}; 
endmodule
```
`flow/run.sh`:
```
#!/bin/bash
# OpenROAD 26Q1-2900-gdf79404cd8, Yosys 0.63+post, stock flow scripts
make -C /OpenROAD-flow-scripts/flow DESIGN_CONFIG=/design/flow/config.mk WORK_HOME=/design/flow/orfs finish
```
`flow/config.mk`:
```
export PLATFORM = sky130hd
export DESIGN_NAME = dec4x16
export DESIGN_NICKNAME = dec4x16
export VERILOG_FILES = /design/flow/design.v
export SDC_FILE = /design/flow/constraint.sdc
export NUM_CORES = 4
export LEC_CHECK = 1
export CORE_AREA = 10 10 70 70
export DIE_AREA = 0 0 80 80
```
`flow/constraint.sdc`:
```
current_design dec4x16

set clk_period 1.0
set clk_io_pct 0.2

create_clock -name clk0 -period $clk_period

set non_clock_inputs [all_inputs -no_clocks]
set_input_delay [expr $clk_period * $clk_io_pct] -clock clk0 $non_clock_inputs
set_output_delay [expr $clk_period * $clk_io_pct] -clock clk0 [all_outputs]
```
==> impl_table.tex <==
% Table of physical implementation metrics
\begin{tabular}{lr}
\hline
Metric & Value \\
\hline
\multicolumn{2}{l}{\textbf{Status}} \\
Result of the run & complete, but fails checks \\
Failing checks & negative setup slack \\
\multicolumn{2}{l}{\textbf{STA}} \\
RSZ-0062 raised after global routing & true \\
Hold Fails Final Rpt & 0 \\
Max-slew violation count & 0 \\
Final critical path time including I/O delays and setup & approximately 1.2 ns \\
Actual slew at the worst max-slew pin & 0.194 ns \\
Setup TNS & -1.02 ns \\
Period utilization & 1.19 \\
Worst-case setup margin in the final layout & -0.193 ns \\
Fmax & 838 MHz \\
Final Setup Violations & 12 \\
Max-slew headroom & 0.870 \\
\multicolumn{2}{l}{\textbf{Route}} \\
Number of design rule violations left after detail routing & 0 \\
Met1 routed wirelength after detailed routing & 628 um \\
Via count normalized by instance count & roughly 3 \\
Length of routed met2 wiring & slightly below 300 um \\
Post-route antenna net violation count & 0 \\
Average wire length per cell after detail routing & approximately 10 um \\
Total vias in the final route & 310 \\
Pre-Repair DR Iteration Count & 2 \\
Starting DRC count in detailed routing & 1 \\
Sum of met3 wire segment lengths after detailed routing & roughly 120 um \\
Highest signal layer in the routed design & met3 \\
Number of antenna diodes & 0 \\
Final WL & 1040 um \\
\multicolumn{2}{l}{\textbf{Logic synthesis}} \\
Sequential fraction of the synthesis area & 0 \\
Synthesized area divided by synthesized cell count & 13.8 sq um \\
Post-synthesis cell count from yosys & 20 \\
Number of distinct library cells after synthesis & 7 \\
Number of warnings printed during yosys synthesis & 1 \\
Post-synth design cell area & 277 sq um \\
Count of mapped cells out of synthesis & 20 \\
Chip area estimate from yosys synthesis & 277 sq um \\
\multicolumn{2}{l}{\textbf{Worst setup path}} \\
Req. time, crit path & 0.80 ns \\
Crit path max fanout & 4 \\
Start point of the critical path & in[2] \\
Endpoint of the most critical setup path & out[8] \\
Classification of the worst setup path & input port to primary output \\
Arrival time of data at the critical path endpoint & roughly 0.99 ns \\
Kind of launch point of the worst setup path & input port \\
CP endpoint kind & primary output \\
\multicolumn{2}{l}{\textbf{Run}} \\
Maximum Capacitance Violations & 0 \\
Log Warnings & 34 \\
\multicolumn{2}{l}{\textbf{GRT}} \\
Number of antenna violations at the first check in global routing & 0 \\
Wire length of the first global-routing pass & 1620 um \\
Overall Global Routing Usage & 0.0305 \\
Grt ovf & 0 \\
Number of global-route vias before repair & 321 \\
Largest net degree at the start of global routing & 9 \\
\multicolumn{2}{l}{\textbf{Final layout}} \\
Signed area change from the synthesized netlist to the final layout & 147\% \\
Reg area & 0 sq um \\
Tally of clock buffers in the finished layout & 0 \\
Flop count & 0 \\
Combinational gate area & approximately 230 sq um \\
Non-Filler Cell Area, Final & 683 sq um \\
Fill cell total of the finished layout & 374 \\
Share of final-layout standard cells stronger than drive strength 1 & 0.836 \\
\multicolumn{2}{l}{\textbf{Power}} \\
Lkg Pwr & 0.338 nW \\
Max VDD drop & 0.139 mV \\
Power density of the placed cells & 326 nW/um\^{}2 \\
\multicolumn{2}{l}{\textbf{Place}} \\
Placement-stage worst setup slack & -0.837 ns \\
PortBufs & 20 \\
Weighted congestion at the end of routability-driven global placement & around 0.65 \\
HPWL reported at the end of detailed placement & roughly 740 um \\
DP Area & roughly 580 sq um \\
\multicolumn{2}{l}{\textbf{Die}} \\
Area of the core & 3420 sq um \\
Number of core rows & 21 \\
Area of the die & 6400 sq um \\
Initial standard-cell utilization of the core & 0.0810 \\
Vertical die dimension & 80 um \\
Die width & 80 um \\
Number of top-level pins & 20 \\
\multicolumn{2}{l}{\textbf{Hold path}} \\
Hold crit path type & input port to primary output \\
\multicolumn{2}{l}{\textbf{Clocking}} \\
Post-CTS Hold Buffers & 0 \\
\hline
\end{tabular}
-- power breakdown --
group / switching, mW / internal, mW
clock: 0 / 0
combinational: 0.0720 / 0.151
sequential: 0 / 0
total: 0.0720 / 0.151
-- per-layer routing --
| layer | GRT usage | vias to the layer above |
|---|---|---|
| met5 | 0 | - |
| met4 | 0 | 0 |
| met3 | 0.0125 | 0 |
| met2 | 0.0321 | 19 |
| met1 | 0.0534 | 131 |
| li1 | - | 160 |
-- stage by stage --
stage                     hold WS (ns)  total power, mW   util  std cells
after floorplan                  0.535           0.0716      -         20
after CTS                        0.748            0.218  0.198        100
final                            0.743            0.223  0.200        101
after detailed placement          1.51            0.160  0.170         89
after global routing             0.755            0.239  0.200        101
after global placement            1.52            0.158  0.170         89
-- placed cells by master (no fill, tap or decap) --
master,count
buf_2,13
and4b_1,4
nor4_2,1
buf_6,9
clkbuf_2,3
buf_16,1
and4bb_2,2
and4bb_1,4
buf_12,4
buf_8,5
nor4b_4,4
buf_4,4
and4_1,1
-- critical path, cell delays in order --
cell	delay [ns]
buf_8	0.10
buf_12	0.11
buf_12	0.11
buf_4	0.13
nor4b_4	0.20
buf_2	0.13
-- final cells by class --
| cell class | count | area share |
|---|---|---|
| multi-input cells | 16 | 0.339 |
| well taps | 46 | 0.0842 |
| repair buffers | 39 | 0.577 |
-- cell usage after synthesis --
cell      number  area [sq um]
nor4b_4        4          95.1
and4_1         1          8.76
nor4_2         1          12.5
buf_6          4          45.0
and4bb_1       4          50.1
and4bb_2       2          25.0
and4b_1        4          40.0
-- cell families (layout without fill, tap and decap cells) --
kind of cell | count (synthesis) | after routing | share of synthesized area
buffers and inverters | 4 | 39 | 0.163
and+or+nand+nor | 16 | 16 | 0.837
-- worst min path at each step --
stage,startpoint,to,slack (ns),cells after the start
final,in[3],out[4],0.74,4
after global routing,in[3],out[0],0.75,4
after CTS,in[3],out[0],0.75,4
-- timing repair --
action                     in CTS  in global routing
setup endpoints to repair      16                 15
resized                        79                  9
buffers inserted               11                  1
gates cloned                    1                  0
pin swaps                       9                  7
hold endpoints to repair        0                  0
Power and IR drop assume default switching activity.
