$ cat /design/flow/constraint.sdc
current_design que10

set clk_period 1.0
set clk_io_pct 0.2

create_clock -name clk0 -period $clk_period

set non_clock_inputs [all_inputs -no_clocks]
set_input_delay [expr $clk_period * $clk_io_pct] -clock clk0 $non_clock_inputs
set_output_delay [expr $clk_period * $clk_io_pct] -clock clk0 [all_outputs]
$ cat /design/flow/run.sh
#!/bin/bash
# OpenROAD 26Q1-2900-gdf79404cd8, Yosys 0.63+post, stock flow scripts
make -C /OpenROAD-flow-scripts/flow DESIGN_CONFIG=/design/flow/config.mk WORK_HOME=/design/flow/orfs finish
$ cat /design/flow/design.v
module que10(input a, b, c, e, output reg [15:0] d);
always @(*) begin
    case ({e, a, b, c})
        4'b0000: d = 16'b0000000000000001;
        4'b0001: d = 16'b0000000000000010;
        4'b0010: d = 16'b0000000000000100;
        4'b0011: d = 16'b0000000000001000;
        4'b0100: d = 16'b0000000000010000;
        4'b0101: d = 16'b0000000000100000;
        4'b0110: d = 16'b0000000001000000;
        4'b0111: d = 16'b0000000010000000;
        4'b1000: d = 16'b0000000100000000;
        4'b1001: d = 16'b0000001000000000;
        4'b1010: d = 16'b0000010000000000;
        4'b1011: d = 16'b0000100000000000;
        4'b1100: d = 16'b0001000000000000;
        4'b1101: d = 16'b0010000000000000;
        4'b1110: d = 16'b0100000000000000;
        4'b1111: d = 16'b1000000000000000;
        default: d = 16'b0000000000000000; 
    endcase
end
endmodule
$ cat /design/flow/config.mk
export PLATFORM = sky130hd
export DESIGN_NAME = que10
export DESIGN_NICKNAME = que10
export VERILOG_FILES = /design/flow/design.v
export SDC_FILE = /design/flow/constraint.sdc
export NUM_CORES = 4
export LEC_CHECK = 1
export CORE_AREA = 10 10 70 70
export DIE_AREA = 0 0 80 80
==> flow_summary.toml <==
# synthesis and place-and-route metrics
[timing]
finalSetupViolCount = 14
drv_slew = 0
hold_viol = 0
fin_ws_ns = -0.130
finalCritPeriodShare_pct = 113
finalSetupTns_ns = -0.999
relSlewSlack_pct = 87.9
worst_pin_slew_ns = 0.180
rsz0062_at_grt = "true"
layout_min_cycle_time_ns = 1.13
fmax_mhz = 885

[synth]
ys_warn_count = 1
ys_cells = 20
ys_sh_simple_pct = 86.7
top_logic_kind = "simple AND/OR/NAND/NOR gates"
yosysSeqAreaShare_pct = 0
syn_area_per_cell_sq_um = 11.3
yosys.area_share.aoi_pct = 0
xor_area_share_pct = 0
synthMuxAreaShare_pct = 0
ys_types = 6
fa_ha_area_share_pct = 0
syn_inst = 20
synth_area_sq_um = 226
ys_area_sq_um = 226

[final_layout]
layout-drive-gt1-share_pct = 90.9
final_area_sq_um = 742
nFlopsAndLatches = 0
nClkBuffers = 0
area_growth_syn_to_layout_pct = 228
seq_area_sq_um = 0
fin_cells = 101

[drt]
vias_per_cell = 3.45
diodes = 0
final_antenna_net_count = 0
firstDrtPassIters = 2
wirelength_mm = 1.43
first_iter_violations = 8
via_count = 348
drcViolationCount = 0
wl_per_cell_um = 14.2

[placement]
place_area_sq_um = 534
dp_cells = 86
numPortBuffers = 20
place_hpwl_um = 670
gp_congestion = 0.699

[status]
violations = "setup timing"
outcome = "finished, violations left"

[floorplan]
die_width_um = 80
fp-utilization_pct = 6.63
pin_count = 20
die_y_um = 80
std_cell_rows = 21
core_area_sq_um = 3420
dieArea_sq_um = 6400

[critical_path]
crit_type = "input port to output port"
worst_setup_path_end_kind = "output port"
worstPathRequired_ns = 0.80
start_kind = "input port"
arrival_ns = 0.93
cp_max_fo = 6

[worst_hold_path]
whs_endpoint = "d[1]"
hp-class = "input port to output port"
hp-start = "c"
worstHoldPathCells = 3

[pwr]
vdd_drop_max_mv = 0.107
p_per_area_nw_per_um2 = 356
power_mw = 0.264
power_leakage_nw = 0.351

[global_routing]
grt-ovfl-total = 0
grt_pass1_vias = 365
grt_pass1_wl_mm = 2.19
grt_max_degree = 8
grt_usage_pct = 4.20
antenna_found_initial = 0

[job]
maxCapViolations = 0
warning_count = 34

[clock_tree]
cts-hold-fix-buffers = 0
[stage by stage]
step	hold WS (ns)	utilization (%)	setup WS, ns
4_1_cts	0.740	19.9	-0.123
3_3_place_gp	1.44	15.6	-0.790
2_1_floorplan	0.541	-	0.250
6_report	0.734	21.7	-0.130
5_1_grt	0.751	21.7	-0.191
3_5_place_dp	1.45	15.6	-0.800
[worst max-delay path by stage]
| stage | start | to | slack (ns) | depth (start not counted) |
|---|---|---|---|---|
| after global routing | c | d[4] | -0.19 | 5 |
| after CTS | b | d[8] | -0.12 | 5 |
| final | c | d[4] | -0.13 | 5 |
[layout by cell type (no fill, tap or decap), drive strengths merged]
| cell type | synthesis | routed |
|---|---|---|
| and4bb | 6 | 6 |
| and4b | 4 | 4 |
| buf | 4 | 39 |
| nor4 | 1 | 1 |
| nor4b | 4 | 4 |
| and4 | 1 | 1 |
[cell type report]
type,count,area (sq um)
Fill cell,377,2670
Timing Repair Buffer,39,462
Multi-Input combinational cell,16,223
Tap cell,46,57.6
[cells by family after synthesis]
logic type	after synthesis
buf+inv	4
simple gates	16
[synth_stat cells]
| library cell | instances | area [sq um] |
|---|---|---|
| and4_1 | 1 | 8.76 |
| and4b_1 | 4 | 40.0 |
| and4bb_2 | 6 | 75.1 |
| buf_4 | 4 | 30.0 |
| nor4_2 | 1 | 12.5 |
| nor4b_2 | 4 | 60.1 |
[power breakdown]
part / internal, mW / switching, mW / leakage, nW
Combinational: 0.179 / 0.0848 / 0.351
Sequential: 0 / 0 / 0
Clock: 0 / 0 / 0
Total: 0.179 / 0.0848 / 0.351
[critical path, cell delays in order]
cell and delay [ns]:
buf_12 0.11, buf_16 0.12, buf_6 0.12, nor4b_2 0.24
buf_2 0.14
[repair_timing]
action,in CTS,in global routing
buffers inserted,8,3
gates resized,88,7
endpoints found under the hold margin,0,0
gates cloned,4,0
pin swaps,15,6
setup endpoints to repair,16,14
[routing by layer]
layer  GRT usage [%]  share of wire, %  up-vias
met5               0                 0        -
met2            5.30                38       20
li1                -                 -      163
met1            6.79                50      165
met4               0                 0        0
met3            1.48                12        0
Power figures rest on the tool's default switching activity, not on a simulated workload.
